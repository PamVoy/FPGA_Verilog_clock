File: flow/config.mk
export PLATFORM = sky130hd
export DESIGN_NAME = clock
export DESIGN_NICKNAME = clock
export VERILOG_FILES = /design/flow/design.v
export SDC_FILE = /design/flow/constraint.sdc
export NUM_CORES = 4
export LEC_CHECK = 1
export CORE_AREA = 10 10 96 96
export DIE_AREA = 0 0 106 106
File: flow/constraint.sdc
current_design clock

set clk_period 2.1
set clk_io_pct 0.2

create_clock -name clk0 -period $clk_period [get_ports {clock}]

set non_clock_inputs [all_inputs -no_clocks]
set_input_delay [expr $clk_period * $clk_io_pct] -clock clk0 $non_clock_inputs
set_output_delay [expr $clk_period * $clk_io_pct] -clock clk0 [all_outputs]
File: flow/design.v
`timescale 1ns / 1ps
module clock(data1, data2, data3, load1, load2, load3, sec, min, hour, enable, reset, clock);
    input load1, load2, load3, enable, reset, clock;
    input [5:0] data1;
	 input [5:0] data2;
	 input [5:0] data3;
    output [5:0]sec;
    reg [5:0] sec;
	 output [5:0]min;
    reg [5:0] min;
	 output [4:0]hour;
    reg [4:0] hour;
     always @ (posedge clock)
         begin
		     if (reset)begin
		         sec<=6'b000000; min<=6'b000000; hour<=5'b00000;
			  end
		     else if (load1)
			       sec<=data1; 
			  else if (load2)
			       min<=data2;
           else if (load3)
			       hour<=data3; 					 
			  else if (hour==23 && min==59 && sec==59)begin
				    hour<=5'b00000; sec<=6'b000000; min<=6'b000000;
					end
			  else if (min==59 && sec==59) begin
			       sec<=6'b000000; min<=6'b000000;
					 hour<=hour+1;
			      end
			  else if (sec==59) begin
		          sec<=6'b000000;
					 min<=min+1;
					end
		     else if (enable)
		          sec<=sec+1;
 		   end
endmodule
File: flow/run.sh
#!/bin/bash
# OpenROAD 26Q1-2900-gdf79404cd8, Yosys 0.63+post, stock flow scripts
make -C /OpenROAD-flow-scripts/flow DESIGN_CONFIG=/design/flow/config.mk WORK_HOME=/design/flow/orfs finish
==> results_dict.tcl <==
# flow metrics
set metrics [dict create \
    status "complete, no violations" \
    path_clk_slew_ps 70 \
    syn_area_um2 1210 \
    ys_cells 152 \
    edf_count 0 \
    synthAoiAreaFrac_pct 31.0 \
    finalSetupViolations 0 \
    ant_nets 0 \
    num_rows 31 \
    clock_sinks 17 \
    yosysUniqueCellTypes 51 \
    adder_share_pct 3.11 \
    async_flop_share_pct 0 \
    root_buffer "clkbuf_8" \
    routabilityCongestion 0.865 \
    critPathTopFamily "simple AND/OR/NAND/NOR gates" \
    synthCells 152 \
    worst_pin_slew_ps 381 \
    hold_buffers 0 \
    p_int_mw 0.588 \
    area_delta_synth_final_pct 51.2 \
    cp_num_buf_inv 0 \
    design_area_um2 1830 \
    drtIter0Drc 82 \
    fmaxAchievable_ghz 0.529 \
    hpwlAfterDp_mm 3.30 \
    vias 1341 \
    fp_util_pct 16.8 \
    simple_gate_area_share_pct 30.8 \
    netlist_top_cells_count "17 x dfxtp_1, 16 x nand2_1, 11 x a21oi_1, 9 x nand3_1" \
    top_logic_kind "AND-OR/OR-AND gates" \
    holdPathStages 2 \
    reg2reg_to "hour[0]" \
    seq_area_frac_synth_pct 28.2 \
    hold_path_startpoint "hour[1]" \
    numSynthFlops 17 \
    cp_cell_sequence "ha_1 -> and3b_2 -> a41oi_2 -> or2_1 -> a221oi_1" \
    startpoint_type "flop" \
    coreArea_um2 7210 \
    hp-class "reg2reg" \
    routed_wl_mm 4.13 \
    drtPass1Iterations 4 \
    flop_cell "dfxtp_1" \
    port-buffer-count 39 \
    ir_drop_mv 0.170 \
    post-route-util_pct 25.3 \
    tool_warnings 26 \
    clk_path_buf_depth 2 \
    dp_cells 295 \
    critPathSlowestCell "dfxtp_1" \
    slew_violations 0 \
    grt.total_usage_pct 7.32 \
    synth.top_cell.area_share_pct 28.2 \
    r2r_slack_ps 210 \
    hold_slack_ps 506 \
    clk_latency_ps 250 \
    grt_pass1_wl_mm 6.80 \
    mux_share_pct 0.828 \
    io_pins 41 \
    fp.dieH_um 106 \
    cp_max_fo 9 \
    drive_above_1_share_pct 11.5 \
    instances_no_fill 299 \
    worstPathArrival_ps 2050 \
    cp.required_ps 2260 \
    top_cell "dfxtp_1" \
    synth_area_per_cell_um2 7.95 \
    p_sw_mw 0.211 \
    htree_levels 1 \
    p_leak_nw 0.631 \
    topCellsByArea "dfxtp_1 28%, nand2_1 5.0%, a21oi_1 4.6%, nand3_1 3.7%, ha_1 3.1%" \
    worst_r2r_path_depth 5 \
    crit_path_max_incr_delay_ps 380 \
    antenna_found_initial 0 \
    xor_share_pct 0.725 \
    relSlewSlack_pct 74.5 \
    fin_crit_ps 1890 \
    p_sw_share_pct 26.4 \
    fin_skew_ps 3.76 \
    wl_per_cell_um 13.8 \
    min_to "hour[1]" \
    maxCapViolations 0 \
    drc 0 \
    finalSetupTns_ps 0 \
    vias_per_cell 4.48 \
    cts_tree "yes" \
    placed_cell_area_um2 1780 \
    hold_viol_final 0 \
    power_density_nw_per_um2 437 \
    clkPwrFrac_pct 31.1 \
    pwr-share-comb_pct 23.3 \
    ys.warnings.count 1 \
    critPathKind "reg2reg" \
    antenna_cells 0 \
    grt_pass1_vias 1330 \
    grt_max_degree 19 \
    seq_power_share_pct 45.6 \
    rr_startpoint "sec[1]" \
    numCtsBuffers 3 \
    chipWidth_um 106 \
    crit_path_end_kind "flop" \
    ys_area_um2 1210 \
    grt_overflow 0 \
    post-synth-top-area-cell "dfxtp_1" \
    rsz0062_at_grt "false" \
    min_period_over_period_pct 89.9 \
    chip_area_um2 11200 \
]
-- through the flow --
step / setup slack (ps) / power [mW]
finish: 211 / 0.799
global route: 49.0 / 0.846
CTS: 105 / 0.817
detailed placement: 57.0 / 0.559
global placement: 67.8 / 0.560
floorplan: 472 / 0.440
-- layout make-up --
type                            count  area (µm²)
Clock buffer                        4        45.0
Fill cell                         803        5390
Inverter                            7        26.3
Multi-Input combinational cell    120         805
Sequential cell                    17         340
Tap cell                           99         124
Timing Repair Buffer               52         488
-- routing by layer --
layer,global-route usage [%],wire [µm],vias to the layer above,part of all wire [%]
met2,11.1,1770,37,43
li1,-,-,691,-
met5,0,0,-,0
met3,2.39,274,6,6.6
met4,0.774,45,0,1.1
met1,10.3,2040,607,49
-- sequential cells by signal, indices dropped and copies added (netlist names) --
| register | flops |
|---|---|
| hour | 5 |
| min | 6 |
| sec | 6 |
-- how the worst max path moves through the flow --
stage                   from      end  slack, ps  cells past startpoint
after CTS             sec[1]  hour[1]        110                      5
after global routing  min[0]  hour[2]         50                      5
final                 sec[1]  hour[0]        210                      5
-- repair_timing --
item | CTS | global route
hold endpoints to repair | 0 | 0
gates resized | 0 | 1
endpoints found under the setup margin | 0 | 4
setup buffers | 0 | 0
-- power groups by stage --
stage	Clock, mW	Sequential [mW]	Combinational [mW]
final	0.249	0.365	0.186
after global routing	0.271	0.369	0.206
after CTS	0.265	0.365	0.188
-- placed cells by master, fill, tap and decap left out, drive strengths merged, types with 2 or more instances in the layout --
cell / instances
a211oi: 2
a21o: 3
a21oi: 11
a221oi: 2
a22oi: 3
a311oi: 2
a31oi: 5
and2: 3
and3b: 3
buf: 13
clkbuf: 4
clkdlybuf4s50: 39
dfxtp: 17
ha: 3
inv: 7
nand2: 16
nand3: 9
nand3b: 4
nand4: 5
nor2: 7
nor3: 3
nor3b: 2
o21a: 2
o21ai: 5
o311ai: 6
or3: 3
-- kinds of logic (layout without fill, tap and decap cells) --
logic type	count (synthesis)	count (layout)
compound gates	51	51
xor+xnor	1	1
fa+ha+maj	3	3
buf+inv	15	63
flops	17	17
mux	1	1
simple gates	64	64
-- worst register-to-register path: cells and delay by family, from the launching register on --
family | cells | cell delay, ps
fa+ha+maj | 1 | 240
compound gates | 2 | 530
flops | 1 | 380
simple gates | 2 | 660
No activity file was given, so power comes from the tool's default toggle rates.
