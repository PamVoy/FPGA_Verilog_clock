[design/flow/constraint.sdc]
current_design alarm_check

set clk_period 3.6
set clk_io_pct 0.2

create_clock -name clk0 -period $clk_period [get_ports {clk_ac}]

set non_clock_inputs [all_inputs -no_clocks]
set_input_delay [expr $clk_period * $clk_io_pct] -clock clk0 $non_clock_inputs
set_output_delay [expr $clk_period * $clk_io_pct] -clock clk0 [all_outputs]
[design/flow/run.sh]
#!/bin/bash
# OpenROAD 26Q1-2900-gdf79404cd8, Yosys 0.63+post, stock flow scripts
make -C /OpenROAD-flow-scripts/flow DESIGN_CONFIG=/design/flow/config.mk WORK_HOME=/design/flow/orfs finish
[design/flow/config.mk]
export PLATFORM = sky130hd
export DESIGN_NAME = alarm_check
export DESIGN_NICKNAME = alarm_check
export VERILOG_FILES = /design/flow/design.v
export SDC_FILE = /design/flow/constraint.sdc
export NUM_CORES = 4
export LEC_CHECK = 1
export CORE_AREA = 10 10 97 97
export DIE_AREA = 0 0 107 107
[design/flow/design.v]
`timescale 1ns / 1ps
module alarm_check(reset, clk_ac, clock_inp, alarm_inp, ot_ac
    );
	 input clk_ac;
	 input reset;	 
	 input [17:0] clock_inp;	  
	 input [17:0] alarm_inp;	
	 output ot_ac;
	 reg ot_ac;
	 always @ (posedge clk_ac )
         begin
		     if (reset)
			    begin    
					ot_ac<=1'b0;
				 end
		     else if ( alarm_inp == clock_inp )
			     begin
			      ot_ac<=1'b1;    
 		        end
		     else if ( alarm_inp+1 == clock_inp )
			     begin
			      ot_ac<=1'b1;    
 		        end
		     else if ( alarm_inp+2 == clock_inp )
			     begin
			      ot_ac<=1'b1;    
 		        end
		     else if ( alarm_inp+3 == clock_inp )
			     begin
			      ot_ac<=1'b1;    
 		        end
		     else if ( alarm_inp+4 == clock_inp )
			     begin
			      ot_ac<=1'b1;    
 		        end						  
			  else 
              begin
               ot_ac<=1'b0;
              end				  
			end	  
endmodule
==> GITHUB_STEP_SUMMARY <==
### Yosys + OpenROAD results

| Metric | Value |
|---|---|
| Finished Layout Cells | roughly 370 |
| DP Cell Count | roughly 370 |
| Status | complete, no violations |
| Top flop regs | ot_ac x1 |
| Reg clk slew, reported paths | 0 ns |
| Largest net degree at the start of global routing | 12 |
| Synth Area per Inst | between 6 and 7 sq um |
| Combinational Power Share | 96.0% |
| CP Buf/Inv Count | 1 |
| Detailed-route via count | slightly below 2000 |
| Net Switching | ~150 uW |
| Count of input and output buffers | 38 |
| Post-synth cell types | approximately 54 |
| Worst slack, placed | 0.199 ns |
| Largest register FFs | 1 |
| Post-synth regs | 1 |
| Antenna Nets Post-Route | 0 |
| Clk pwr share | 0% |
| Wirelength, routed | just under 6000 um |
| Final Hold Viols | 0 |
| Slowest CP cell | clkdlybuf4s50_1 |
| Synth-to-layout area growth | 31.3% |
| Syn Inst Count | roughly 240 |
| Worst-path cell chain | clkdlybuf4s50_1 > ha_2 > nand3_1 > a21o_1 > a2111oi_1 > nand4_1 > a2111oi_0 > o211ai_1 > a31oi_1 |
| Global route total overflow | 0 |
| Die Size | 0.0114 sq mm |
| Sequential share of power | ~4.0% |
| Via density | approximately 5.2 |
| Crit-path max FO | 6 |
| GP Congestion | 0.948 |
| Pre-antenna DRT Iters | 4 |
| ANT cells | 0 |
| Fraction of layout cells with a size suffix above 1 | under 10% |
| DPL Wire Length | around 5000 um |
| Crit path largest cell delay | 0.62 ns |
| Die height | between 100 and 150 um |
| Die width | ~110 um |
| Tcrit/Tclk final | roughly 94% |
| Setup_tns | 0 ns |
| Post-route DRC | 0 |
| CP delay by family, top | AND-OR/OR-AND gates |
| P_leak | 0.670 nW |
| Max-Slew Margin vs Limit | between 40 and 50% |
| Worst setup path category | input pin to register |
| Setup Viol. Count Final | 0 |
| Vias in the first global route | ~1900 |
| CTS Hold Bufs | 0 |
| Int Power | roughly 130 uW |
| Global-route wire length before repair | between 9000 and 10000 um |
| Period minus WS final | about 3.4 ns |
| Finished Core Util | between 20% and 30% |
| Gr usage total | between 10 and 15% |
| FF+latch area | around 20 sq um |
| Fill cells | 824 |
| Ys async rst share | 0% |
| Setup bufs post-CTS | 0 |
| Pwr/cell area | about 130 mW/mm^2 |
| Detailed Route Iter0 Violations | between 200 and 250 |
| Register bank with the most flops | ot_ac |
| Critical path launch point type | input pin |
| Post-synth seq share | 1.21% |
| Post-synth EDFFs | 0 |
| Yosys Instances | around 240 |
| MI comb area | ~0.0016 sq mm |
| HP Class | input pin to register |
| Row count | 31 |
| Routed wire per std cell | 15.8 um |
| Yosys chip area | approximately 0.0017 sq mm |
| I/O Pins | 39 |
| CP endpoint kind | register |
| Fp_density | between 20% and 30% |
| Antenna violations before repair | 0 |
| RSZ-0062 raised after global routing | no |
| Crit path DAT | roughly 3.3 ns |
| Dominant flop cell | dfxtp_1 |
| Max-slew violations | 0 |
| Ys Warns | 1 |
| Max-cap viol count | 0 |
| Tool warnings | 30 |
| Mapped cell area | roughly 0.0017 sq mm |
| Max frequency | roughly 0.3 GHz |
| CP Data Required Time | between 3 and 4 ns |
| Worst-margin pin slew | about 0.79 ns |
| Number of gates resized after cts | 0 |
| Core Box Area | around 0.0073 sq mm |
| Peak supply drop | around 0.054 mV |
| Setup ws final | ~0.23 ns |
| Switching Share | between 50% and 60% |
==> stage by stage <==
| stage | total power [mW] | cell area (sq um) | hold slack, ns |
|---|---|---|---|
| finish | 0.280 | 2170 | 1.37 |
| global placement | 0.279 | 2170 | 1.34 |
| global route | 0.307 | 2170 | 1.35 |
| detailed placement | 0.276 | 2170 | 1.33 |
| floorplan | 0.175 | 1660 | 0.789 |
| CTS | 0.277 | 2170 | 1.33 |
==> path summary, 6_finish.rpt <==
| path | to | start | cells after the start | slack [ns] |
|---|---|---|---|---|
| setup / recovery | ot_ac$_SDFF_PP0_ | alarm_inp[2] | 9 | 0.23 |
| hold / removal | ot_ac$_SDFF_PP0_ | reset | 2 | 1.37 |
==> cell usage in the layout (no fill, tap or decap), types with 2 or more instances in the layout <==
master           synthesis  layout
a21oi_1                 10      10
nand2_1                 19      19
a31oi_1                  5       5
buf_4                    2       8
nor3_1                  13      13
inv_1                    5       5
xor2_1                  13      13
a32oi_1                  3       3
clkdlybuf4s50_1          0      37
o21a_1                   3       3
ha_1                     5       4
or4_1                    3       3
nand2b_1                 3       3
o31ai_1                  2       2
a22oi_1                  3       3
o311ai_0                 2       2
nand3_1                 12      12
o211ai_1                 4       4
xnor2_1                 29      29
nand4_1                 17      17
nor2b_1                  6       6
a21o_1                   3       3
mux2i_1                  4       4
nor2_1                  21      21
o21ai_0                  5       5
nor4_1                  11      11
==> cell usage after synthesis (2+ instances only) <==
cell type | instances | area, sq um
or4_1 | 3 | 22.5
a32oi_1 | 3 | 26.3
nand2_1 | 19 | 71.3
a31oi_1 | 5 | 31.3
nand4_1 | 17 | 106
a21o_1 | 3 | 22.5
o311ai_0 | 2 | 17.5
clkbuf_1 | 2 | 7.51
inv_1 | 5 | 18.8
nand2b_1 | 3 | 18.8
buf_2 | 6 | 30.0
nor4_1 | 11 | 68.8
a21oi_1 | 10 | 50.1
nor2b_1 | 6 | 37.5
mux2i_1 | 4 | 40.0
xnor2_1 | 29 | 254
o211ai_1 | 4 | 30.0
ha_1 | 5 | 62.6
buf_4 | 2 | 15.0
nor3_1 | 13 | 65.1
o21ai_0 | 5 | 25.0
a2111oi_0 | 2 | 17.5
nor2_1 | 21 | 78.8
nand3_1 | 12 | 60.1
o31ai_1 | 2 | 15.0
o21a_1 | 3 | 22.5
xor2_1 | 13 | 114
a22oi_1 | 3 | 22.5
==> power groups by stage <==
stage         logic [mW]  clock network, mW  registers [mW]
CTS                0.266                  0          0.0113
global route       0.296                  0          0.0113
finish             0.269                  0          0.0113
==> final cells by class <==
cell class	instances	area share [%]
multi-input cells	223	72.2
repair buffers	46	20.4
well taps	99	5.70
flip-flops and latches	1	0.921
inverters	5	0.863
==> kinds of logic after synthesis <==
group / after synthesis / share of synthesized area (%)
AND-OR/OR-AND: 54 / 23.8
XOR/XNOR: 46 / 27.2
adder cells (fa/ha/maj): 5 / 3.78
buffers and inverters: 15 / 4.31
flip-flops: 1 / 1.21
multiplexers: 5 / 3.10
AND/OR/NAND/NOR: 113 / 36.6
==> routing by layer <==
metal	GRT usage, %	vias up	share of wire (%)
met5	0	-	0
met4	0.580	0	0.78
met3	1.94	6	8.7
met2	14.7	93	39
met1	16.4	868	52
li1	-	987	-
Power figures rest on the tool's default switching activity, not on a simulated workload.
